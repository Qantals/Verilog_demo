==> /design/flow/design.v <==
module full_flag_ptr #(
    parameter DEEPWID = 3
)(
    input [DEEPWID:0] wr_addr,
    input [DEEPWID:0] rd_addr,
    input [DEEPWID-1:0] cfg_almost_full,
    output full,
    output almost_full
);
    wire diff_round;
    assign diff_round = (wr_addr[DEEPWID] ^ rd_addr[DEEPWID]);
    wire [DEEPWID:0] full_gap;
    assign full_gap = diff_round ? 
        (rd_addr[DEEPWID-1:0] - wr_addr[DEEPWID-1:0]) :
        (rd_addr[DEEPWID-1:0] + 2**DEEPWID - wr_addr[DEEPWID-1:0]);
    assign almost_full = (full_gap <= {1'b0, cfg_almost_full});
    assign full = (full_gap == 0);
endmodule
module empty_flag_ptr #(
    parameter DEEPWID = 3
)(
    input [DEEPWID:0] wr_addr,
    input [DEEPWID:0] rd_addr,
    input [DEEPWID-1:0] cfg_almost_empty,
    output empty,
    output almost_empty,
    output [DEEPWID:0] fifo_num
);
    wire diff_round;
    assign diff_round = (wr_addr[DEEPWID] ^ rd_addr[DEEPWID]);
    wire [DEEPWID:0] empty_gap;
    assign empty_gap = diff_round ? 
        (wr_addr[DEEPWID-1:0] + 2**DEEPWID - rd_addr[DEEPWID-1:0]) :
        (wr_addr[DEEPWID-1:0] - rd_addr[DEEPWID-1:0]);
    assign almost_empty = (empty_gap <= {1'b0, cfg_almost_empty});
    assign empty = (empty_gap == 0);
    assign fifo_num = empty_gap;
endmodule
module fe_flag_cnt #(
    parameter DEEPWID = 3
)(
    input clk,
    input rst_n,
    input ram_wr_en,
    input ram_rd_en,
    input [DEEPWID-1:0] cfg_almost_full,
    input [DEEPWID-1:0] cfg_almost_empty,
    output full,
    output empty,
    output almost_full,
    output almost_empty,
    output [DEEPWID:0] fifo_num
);
    reg [DEEPWID:0] data_vld_cnt;
    always @(posedge clk, negedge rst_n) begin
        if(~rst_n)
            data_vld_cnt <= 0;
        else if(~(ram_wr_en & ram_rd_en)) begin
            if(ram_wr_en)
                data_vld_cnt <= data_vld_cnt + 1;
            else if(ram_rd_en)
                data_vld_cnt <= data_vld_cnt - 1;
        end
    end
    assign full = (data_vld_cnt == 2**DEEPWID);
    assign almost_full = (data_vld_cnt >= 2 ** DEEPWID - cfg_almost_full);
    assign empty = (data_vld_cnt == 0);
    assign almost_empty = (data_vld_cnt <= 0 + cfg_almost_empty);
    assign fifo_num = data_vld_cnt;
endmodule
module rd_data_vld_m (
    input clk,
    input rst_n,
    input ram_rd_en,
    output rd_data_vld
);
    reg rd_data_vld_reg;
    always @(posedge clk, negedge rst_n) begin
        if(~rst_n)
            rd_data_vld_reg <= 1'b0;
        else if(ram_rd_en)
            rd_data_vld_reg <= 1'b1;
        else
            rd_data_vld_reg <= 1'b0;
    end
    assign rd_data_vld = rd_data_vld_reg;
endmodule
module simple_dual_port_ram_sync #(
    parameter DATA_WIDTH = 8,
    parameter ADDR_WIDTH = 7     
) (
    input clka,
    input clkb,
    input rst_n,
    input wena,
    input renb,
    input [ADDR_WIDTH-1:0] waddra,
    input [ADDR_WIDTH-1:0] raddrb,
    input [DATA_WIDTH-1:0] dina,
    output [DATA_WIDTH-1:0] doutb
);
    reg [DATA_WIDTH-1:0] mem [2**ADDR_WIDTH-1:0];
    always @(posedge clka) begin
        if(wena)
            mem[waddra] <= dina;
    end
    reg [DATA_WIDTH-1:0] doutb_reg;
    always @(posedge clkb, negedge rst_n) begin
        if(~rst_n)
            doutb_reg <= 0;
        else if(renb)
            doutb_reg <= mem[raddrb];
    end
    assign doutb = doutb_reg;
endmodule
module sync_fifo #(
    parameter DEEPWID = 3,
    parameter BITWID = 5
)(
    input clk,rst_n,
    input wr_en,
    input rd_en,
    input [BITWID-1:0] wr_data,
    output [BITWID-1:0] rd_data,
    input [DEEPWID-1:0] cfg_almost_full,
    input [DEEPWID-1:0] cfg_almost_empty,
    output rd_data_vld,
    output full,
    output empty,
    output almost_full,
    output almost_empty,
    output [DEEPWID:0] fifo_num
);
    wire ram_wr_en;
    wire ram_rd_en;
    wire [DEEPWID:0] wr_addr;    
    wire [DEEPWID:0] rd_addr;    
    simple_dual_port_ram_sync #(
        .DATA_WIDTH(BITWID),
        .ADDR_WIDTH(DEEPWID)
    ) u_ram (
        .clka(clk),
        .clkb(clk),
        .rst_n(rst_n),
        .wena(ram_wr_en),
        .renb(ram_rd_en),
        .waddra(wr_addr[DEEPWID-1:0]),
        .raddrb(rd_addr[DEEPWID-1:0]),
        .dina(wr_data),
        .doutb(rd_data)
    );
    wr_rd_ctrl #(
        .DEEPWID(DEEPWID)
    ) u_wr_ctrl (
        .clk(clk),
        .rst_n(rst_n),
        .en(wr_en),
        .fe_flag(full),
        .ram_en(ram_wr_en),
        .addr(wr_addr)
    );
    wr_rd_ctrl #(
        .DEEPWID(DEEPWID)
    ) u_rd_ctrl (
        .clk(clk),
        .rst_n(rst_n),
        .en(rd_en),
        .fe_flag(empty),
        .ram_en(ram_rd_en),
        .addr(rd_addr)
    );
    full_flag_ptr #(
        .DEEPWID(DEEPWID)
    ) u_full_flag_ptr (
        .wr_addr(wr_addr),
        .rd_addr(rd_addr),
        .cfg_almost_full(cfg_almost_full),
        .full(full),
        .almost_full(almost_full)
    );
    empty_flag_ptr #(
        .DEEPWID(DEEPWID)
    ) u_empty_flag_ptr (
        .wr_addr(wr_addr),
        .rd_addr(rd_addr),
        .cfg_almost_empty(cfg_almost_empty),
        .empty(empty),
        .almost_empty(almost_empty),
        .fifo_num(fifo_num)
    );
    rd_data_vld_m u_rd_data_vld_m(
        .clk(clk),
        .rst_n(rst_n),
        .ram_rd_en(ram_rd_en),
        .rd_data_vld(rd_data_vld)
    );
endmodule
module wr_rd_ctrl #(
    parameter DEEPWID = 3
)(
    input clk,
    input rst_n,
    input en,
    input fe_flag,   
    output ram_en,
    output [DEEPWID:0] addr    
);
    assign ram_en = en & ~fe_flag;
    reg [DEEPWID:0] addr_reg;
    always @(posedge clk, negedge rst_n) begin
        if(~rst_n)
            addr_reg <= 0;
        else if(ram_en)
            addr_reg <= addr_reg + 1; 
    end
    assign addr = addr_reg;
endmodule
==> /design/flow/run.sh <==
#!/bin/bash
# OpenROAD 26Q1-2900-gdf79404cd8, Yosys 0.63+post, stock flow scripts
make -C /OpenROAD-flow-scripts/flow DESIGN_CONFIG=/design/flow/config.mk WORK_HOME=/design/flow/orfs finish
==> /design/flow/config.mk <==
export PLATFORM = sky130hd
export DESIGN_NAME = sync_fifo
export DESIGN_NICKNAME = sync_fifo
export VERILOG_FILES = /design/flow/design.v
export SDC_FILE = /design/flow/constraint.sdc
export NUM_CORES = 4
export LEC_CHECK = 1
export CORE_UTILIZATION = 30
==> /design/flow/constraint.sdc <==
current_design sync_fifo

set clk_period 6.2
set clk_io_pct 0.2

create_clock -name clk0 -period $clk_period [get_ports {clk}]

set non_clock_inputs [all_inputs -no_clocks]
set_input_delay [expr $clk_period * $clk_io_pct] -clock clk0 $non_clock_inputs
set_output_delay [expr $clk_period * $clk_io_pct] -clock clk0 [all_outputs]
==> impl_summary.log <==
[report] extracting results
[metrics] status: finished, final reports clean
[metrics] critical path capture point type: output pin
[metrics] Setup Crit Path Kind: reg -> out
[metrics] largest incremental delay on the critical path: ~0.6 ns
[metrics] number of instances in the synthesized netlist: between 150 and 200
[metrics] ordered list of cells on the worst path: inv_1 > ha_1 > inv_1 > fa_1 > ha_1 > a21o_1 > a21oi_1 > a31oi_1 > nor3_1 > clkdlybuf4s50_1
[metrics] register-to-register path setup slack: ~3.1 ns
[metrics] worst max-slew margin expressed relative to the limit: 39.7%
[metrics] combined area of all synthesized cells: approximately 2600 um2
[metrics] highest achievable clock rate: 229 MHz
[metrics] row count: 33
[metrics] Post-CTS Setup Inserts: 0
[metrics] Init Core Util: 31.3%
[metrics] Leakage: 0.00119 uW
[metrics] maximum fanout encountered on the critical timing path: 10
[metrics] Ant. Diodes: 0
[metrics] Largest register FFs: around 40
[metrics] areal power density over the cells: 552 nW/um2
[metrics] total wire length: approximately 4200 um
[metrics] worst hold start: u_ram.doutb_reg[0]
[metrics] post-layout period usage of the worst path: 70.3%
[metrics] Period minus WS final: 4.36 ns
[metrics] total of warnings raised by yosys: 3
[metrics] number of buffers created by CTS: 5
[metrics] clock-pin slew on the worst setup and hold paths: 0.09 ns
[metrics] flops & latches, synth: 54
[metrics] critical register-to-register path startpoint: u_rd_ctrl.addr_reg[2]
[metrics] biggest area cells: edfxtp_1, dfrtp_1, mux4_2
[metrics] end of the worst hold path: u_ram.doutb_reg[0]
[metrics] global-route wire length before repair: about 7000 um
[metrics] count of unresolved DRC violations after routing: 0
[metrics] cell taking the most area after synthesis: edfxtp_1
[metrics] clk sink count: 54
[metrics] Layout Area Growth over Synthesis: 19.6%
[metrics] H-tree depth reported by CTS: 2
[metrics] post-DR vias/cell: 4.42
[metrics] via count: 1384
[metrics] overall overflow remaining after global route: 0
[metrics] capture point of the worst reg-to-reg path: u_ram.mem[3][3]
[metrics] data required time of the worst path: 4.96 ns
[metrics] via count of the first global-routing pass: 1417
[metrics] total placed instance area: 3020 um2
[metrics] Final WS setup: between 1.5 and 2 ns
[metrics] Setup Viol. Count Final: 0
[metrics] gp weighted congestion: 0.778
[metrics] number of max-slew violations in the final report: 0
[metrics] worst vdd rail ir drop: 0.000132 V
[metrics] height of the die: 95.3 um
[metrics] number of antenna violations at the first check in global routing: 0
[metrics] Critical-path top delay cell: dfrtp_1
[metrics] most used cells in the layout excluding fill and tap cells: edfxtp_1, clkdlybuf4s50_1, nand2_1
[metrics] Synth top area share: a little under half
[metrics] tally of buffers added on design ports: 28
[metrics] area reported by Yosys stat: 2610 um2
[metrics] I/O pin total: 29
[metrics] cell count of the worst hold path: 1
[metrics] number of standard cells reported by yosys: 174
[metrics] number of max-capacitance violations reported: 0
[metrics] pin count of the biggest net entering global routing: 17
[metrics] Setup Total Neg Slack: 0 ns
[metrics] detailed placement HPWL: 3140 um
[metrics] proportion of layout cells with a drive suffix above 1: 16.8%
[metrics] total track usage: 10.5%
[metrics] number of detailed-routing iterations run before antenna repair: 4
[metrics] Tool Warnings: 28
[metrics] Antenna Nets Post-Route: 0
[metrics] clk buf depth: 2
[metrics] die area: 9090 um2
[metrics] Yosys cell types: 35
[metrics] Resize count post-CTS: 0
[metrics] floorplan core area: ~8300 um2
[metrics] area of all placed cells without fillers: 3130 um2
[metrics] initial detailed-routing violation count: 63
[metrics] wire per inst: ~13 um
[metrics] transition at the pin with the smallest max-transition slack: 0.898 ns
[metrics] Worst EP arrival: 3.12 ns
[metrics] path category of the worst min-delay check: reg -> reg
[metrics] horizontal die dimension: 95.3 um
[metrics] kind of launch point of the worst setup path: flop
[metrics] final setup skew: between 0.005 and 0.006 ns
[metrics] Post-Route Hold Slack: 0.517 ns
[metrics] final number of hold-violating endpoints: 0
[metrics] Worst Reg-to-Reg Cells: 7
[metrics] most common cell after layout, fill and taps aside: edfxtp_1
[metrics] cell at the root of the clock tree: clkbuf_8
[metrics] count of hold-fix buffers inserted at cts: 0
[metrics] Post-Syn Area per Cell: approximately 15 um2
[metrics] worst slack at placement: 1.98 ns
[metrics] clock tree from TritonCTS: built
[metrics] later-pin clock latency in the skew report: roughly 0.30 ns
[metrics] fraction of the yosys area taken by sequential cells: 59.4%
[metrics] setup repair after global routing missed its margin: no
==> Yosys cell counts <==
library cell,instances
a21o_1,2
a21oi_1,6
a31oi_1,2
and3_2,1
buf_1,1
buf_2,2
buf_6,2
clkbuf_1,1
dfrtp_1,14
edfxtp_1,40
fa_1,2
ha_1,14
inv_1,16
mux2_1,1
mux2_4,6
mux4_2,10
nand2_1,21
nand2b_1,2
nand3b_1,2
nand4_1,1
nor2_1,2
nor3_1,6
nor3_4,1
nor3b_1,1
nor4_1,2
nor4_2,1
o211ai_1,1
o21ai_2,1
o21ai_4,1
o31ai_1,1
or3_1,1
xnor2_1,4
xnor2_2,1
xor2_1,3
xor2_2,2
==> power by group <==
| part | total (uW) | internal, uW | switching, uW |
|---|---|---|---|
| logic | 933 | 530 | 403 |
| registers | 564 | 484 | 80.0 |
| clock network | 229 | 121 | 108 |
| total | 1730 | 1130 | 591 |
==> how the worst max path moves through the flow <==
| stage | startpoint | to | slack, ns | depth (start not counted) |
|---|---|---|---|---|
| global route | u_rd_ctrl.addr_reg[0] | almost_full | 1.67 | 10 |
| finish | u_rd_ctrl.addr_reg[0] | almost_full | 1.84 | 10 |
| CTS | u_rd_ctrl.addr_reg[0] | almost_full | 1.77 | 10 |
==> worst max-delay path: cells and delay by family (launching register included) <==
family	cells	cell delay, ns
adder cells (fa/ha/maj)	3	0.99
flip-flops	1	0.60
AND-OR/OR-AND	3	0.34
AND/OR/NAND/NOR	1	0.13
buffers and inverters	3	0.76
==> layout make-up <==
| class | count | area (um2) |
|---|---|---|
| inverters | 16 | 60.1 |
| multi-input cells | 98 | 962 |
| flip-flops and latches | 54 | 1550 |
| clock inverters | 2 | 37.5 |
| fillers | 797 | 5220 |
| clock buffers | 6 | 72.6 |
| well taps | 105 | 131 |
| repair buffers | 32 | 310 |
==> metal layers <==
layer	wire length [um]	track usage [%]
met4	58	1.26
met5	0	0
met3	195	3.49
met1	2020	16.1
met2	1900	16.0
==> per-stage QoR <==
step / power [uW] / utilization (%) / instances
after detailed placement: 1530 / 36.2 / 305
after global placement: 1520 / 36.2 / 305
after CTS: 1760 / 37.5 / 313
final: 1730 / 37.5 / 313
after floorplan: 1200 / - / 174
after global routing: 1870 / 37.5 / 313
==> kinds of logic (layout without fill, tap and decap cells) <==
family                   after synthesis  in the layout  share of synthesized area [%]
adder cells (fa/ha/maj)               16             16                           8.23
flip-flops                            54             54                           59.4
multiplexers                          17             17                           12.5
AND-OR/OR-AND                         14             14                           3.73
buffers and inverters                 22             56                           3.83
XOR/XNOR                              10             10                           4.21
AND/OR/NAND/NOR                       41             41                           8.14
Power is estimated from default activity; no workload was simulated.
