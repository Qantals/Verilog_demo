File: flow/design.v
module bin2bcd (
    input [5:0] bin,
    output [3:0] bcd_1,bcd_2
);
    integer i;
    reg [7:0] bcd_tmp;
    reg [5:0] bin_reg;
    always @(*) begin
        bin_reg=bin;
        bcd_tmp=0;
        repeat(6) begin
            if(bcd_tmp[3:0]>=5)
                bcd_tmp=bcd_tmp+3;
            if(bcd_tmp[7:4]>=5)
                bcd_tmp=bcd_tmp+(3<<4);
            bcd_tmp={bcd_tmp[6:0],bin_reg[5]};
            bin_reg=bin_reg<<1;
        end
    end
    assign bcd_1=bcd_tmp[3:0];
    assign bcd_2=bcd_tmp[7:4];
endmodule
module clock_division
    #(parameter DIVCLK_CNTMAX = 24999)
    (clk_in,rst_n,divclk);
    input clk_in;
    input rst_n;
    output  reg divclk;
    reg [31:0] cnt;              
    always@(posedge clk_in,negedge rst_n) begin
        if(~rst_n) begin
            cnt<=0;
            divclk<=0;
        end
        else if(cnt == DIVCLK_CNTMAX) begin
            cnt <= 0;
            divclk <= ~divclk;
        end
        else
            cnt <= cnt + 1;
    end 
endmodule
module led_show(
    input rst_n,
    input CLK1K,
    input [3:0] num_1,num_2,num_3,num_4,num_5,num_6,
    output reg [5:0] dig,
    output reg [6:0] seg
    );
    always @(posedge CLK1K,negedge rst_n) begin
        if(!rst_n)
            dig<=6'b111_110;
        else
            dig<={dig[4:0],dig[5]};
    end
    reg [3:0] num;
    always@(*) begin
        if(!rst_n)
            num = 4'hA;
        else begin
            case(dig)
                6'b111_110 : num = num_1;
                6'b111_101 : num = num_2;
                6'b111_011 : num = num_3;
                6'b110_111 : num = num_4;
                6'b101_111 : num = num_5;
                6'b011_111 : num = num_6;
                default : num = 4'hA;    
            endcase
        end
    end
    always@(*)
        case(num)
            4'h0 : seg = 7'h3f;
            4'h1 : seg = 7'h06;
            4'h2 : seg = 7'h5b;
            4'h3 : seg = 7'h4f;
            4'h4 : seg = 7'h66;
            4'h5 : seg = 7'h6d;
            4'h6 : seg = 7'h7d;
            4'h7 : seg = 7'h07;
            4'h8 : seg = 7'h7f;
            4'h9 : seg = 7'h6f;
            default :seg = 7'h00;
        endcase
endmodule
`timescale 1ms/100us
module traffic_light (
    input CLK1K,
    input nRST,
    output [6:0] seg,
    output [5:0] dig,
    output [7:0] led
);
    wire CLK1Hz;
    clock_division #(.DIVCLK_CNTMAX(499))
        light_clock(
            .clk_in(CLK1K),
            .rst_n(nRST),
            .divclk(CLK1Hz)
    );
    wire [3:0] num_1,num_2,num_5,num_6;
    led_show led_show(
        .rst_n(nRST),
        .CLK1K(CLK1K),
        .num_1(num_1),
        .num_2(num_2),
        .num_3(4'hA),
        .num_4(4'hA),
        .num_5(num_5),
        .num_6(num_6),
        .dig(dig),
        .seg(seg)
    );
    reg [5:0] num_A,num_B;
    bin2bcd bin2bcd_A(
        .bin(num_A),
        .bcd_1(num_1),
        .bcd_2(num_2)
    );
    bin2bcd bin2bcd_B(
        .bin(num_B),
        .bcd_1(num_5),
        .bcd_2(num_6)
    );
    reg [5:0] cnt_traf; 
    always @(posedge CLK1Hz,negedge nRST) begin
        if(~nRST)
            cnt_traf<=59;
        else begin
            if(cnt_traf==0)
                cnt_traf<=59;
            else
                cnt_traf<=cnt_traf-1;
        end
    end
    reg [2:0] led_A;
    always @(*) begin
        if(!nRST) begin
            led_A=3'b000;
            num_A=cnt_traf-30+1;     
        end else if(cnt_traf>=30) begin
            led_A=3'b100;    
            num_A=cnt_traf-30+1;
        end else if(cnt_traf>=5) begin
            led_A=3'b001;    
            num_A=cnt_traf-5+1;
        end else begin
            led_A=3'b010;    
            num_A=cnt_traf+1;
        end
    end
    reg [2:0] led_B;
    always @(*) begin
        if(!nRST) begin
            led_B=3'b000;
            num_B=cnt_traf+1;     
        end else if(cnt_traf<=29) begin
            led_B=3'b100;    
            num_B=cnt_traf+1;
        end else if(cnt_traf<=34) begin
            led_B=3'b010;    
            num_B=cnt_traf-30+1;
        end else begin
            led_B=3'b001;    
            num_B=cnt_traf-35+1;
        end
    end
    assign led[7:5]=led_B;
    assign led[2:0]=led_A;
    assign led[4:3]=2'b00;
endmodule
File: flow/run.sh
#!/bin/bash
# OpenROAD 26Q1-2900-gdf79404cd8, Yosys 0.63+post, stock flow scripts
make -C /OpenROAD-flow-scripts/flow DESIGN_CONFIG=/design/flow/config.mk WORK_HOME=/design/flow/orfs finish
File: flow/config.mk
export PLATFORM = sky130hd
export DESIGN_NAME = traffic_light
export DESIGN_NICKNAME = traffic_light
export VERILOG_FILES = /design/flow/design.v
export SDC_FILE = /design/flow/constraint.sdc
export NUM_CORES = 4
export LEC_CHECK = 1
export CORE_UTILIZATION = 40
File: flow/constraint.sdc
current_design traffic_light

set clk_period 5.2
set clk_io_pct 0.2

create_clock -name clk0 -period $clk_period [get_ports {CLK1K}]

set non_clock_inputs [all_inputs -no_clocks]
set_input_delay [expr $clk_period * $clk_io_pct] -clock clk0 $non_clock_inputs
set_output_delay [expr $clk_period * $clk_io_pct] -clock clk0 [all_outputs]
==> flow_summary.ini <==
; physical design summary
[setup_path]
cpPeakStageDelay_ns = 0.39
cp_slowest_cell = or3_4
critical_path_class = primary input to output pin
crit_required_ns = 4.16
worstPathMaxFanout = 5
endpoint_kind = output pin
cp-start-kind = primary input
arrival_ns = 5.31

[timing]
fin_crit_ns = 6.353
maxSlewHeadroom_pct = 50.96
setup_slack_ns = -1.153
untimed_endpoints = 6
timing.final.crit_share_pct = 122.2
clock_skew_ns = 0.005499
rsz0062_at_grt = true
drv_slew = 0
unclocked_regs = 6
fmax_mhz = 157.4
setup_viol = 7
hold_viol_final = 0
tightest_slew_ns = 0.7356

[floorplanning]
core_area_um2 = 9415
ios = 23
fp_util_pct = 41.98
num_rows = 35
die_x_um = 101.4
dieArea_um2 = 10280
die_y_um = 101.4

[synthesis]
syn_avg_cell_area_um2 = 8.942
ys_top_logic_family = simple AND/OR/NAND/NOR gates
edf_count = 0
dominantRegCellSynth = dfrtp_1
top_cell_area_share_pct = 22.16
ys_seq_elements = 45
yosysTopAreaCell = dfrtp_1
top_cells_by_area = dfrtp_1, ha_1, xnor2_1
yosysSeqAreaShare_pct = 28.81
ys_area_um2 = 3953
synth_warnings = 4
synthTopCellsByCount = nand2_1, xnor2_1, dfrtp_1, ha_1, nor2_1
post_synth_xor_area_fraction_pct = 10.60
ys_types = 85
ys_cells = 442
simple_gate_area_share_pct = 23.30
aoi_share_pct = 20.32
synth_area_um2 = 3953
synthCells = 442
ys_sh_mux_pct = 2.944
most_common_cell = nand2_1
synthArstFlopShare_pct = 100.0
fa_ha_area_share_pct = 9.117

[detailed_routing]
drt_iter0_drc = 107
vias = 3572
diodes = 0
postRouteAntennaNets = 0
drc = 0
via_per_inst = 5.323
wire_per_inst_um = 13.68
drtPass1Iterations = 4
wirelength_um = 9179

[clock_network]
clk_latency_ns = 0.29
cts-root-buf = clkbuf_8
htree_levels = 2
cts_made_buffers = 5
clkSlewWorstSetupHoldPaths_ns = 0.07
cts_hold_buf = 0
cts_tree = done
cts.path.max_buffers = 2

[final_layout]
drive_gt1_share_pct = 29.52
postLayoutCellArea_um2 = 5135
syn_to_final_growth_pct = 29.91
fin_cells = 671
num-fill-cells = 842
final_util_pct = 54.54

[global_route]
gr-total-overflow = 0
grt.total_usage_pct = 19.31
grt_pass1_wl_um = 15720
antenna_found_initial = 0
grt_max_degree = 47
grt_pass1_vias = 3331

[run]
cap_violations = 0
tool_warnings = 46

[placement]
placed_area_um2 = 4818
globalplace.congestion = 0.8673
io_buffers = 20
placedCellCount = 649
dp_hpwl_um = 6916

[status]
status = complete, but fails checks
violations = negative setup slack

[power]
p_leak_nw = 2.176
p_per_area_nw_per_um2 = 107.8
p_total_mw = 0.5534
ir_drop_uv = 97.31

[hold_path]
hold_class = flip-flop to flip-flop
[area by class of cell]
type | instances | area (um2) | area share [%]
multi-input cells | 358 | 2801 | 54.56
flip-flops and latches | 45 | 1139 | 22.17
repair buffers | 106 | 855.8 | 16.67
well taps | 129 | 161.4 | 3.143
inverters | 25 | 93.84 | 1.827
clock buffers | 5 | 68.82 | 1.340
clock inverters | 3 | 15.01 | 0.2924
[flip-flops by register name (all words and copies together) (netlist names)]
signal / flops
light_clock.cnt: 32
cnt_traf: 6
led_show.dig: 6
light_clock.divclk: 1
[placed cells by master, fill, tap and decap left out, types with 6 or more instances in the layout]
master	instances
xor2_1	10
buf_4	79
nand2_1	40
and2_1	8
o21ai_0	10
clkdlybuf4s50_1	12
ha_4	6
nor2_1	25
a21boi_0	6
ha_1	19
buf_6	6
nand3_1	19
nor2b_1	7
inv_1	23
dfrtp_1	35
nand4_1	11
mux2i_1	6
buf_2	7
dfstp_2	10
o21ai_1	8
nor4_1	6
nand2b_1	8
a21oi_1	9
xnor2_1	36
[metal layers]
layer  track usage (%)  routed length (um)  share of wire, %  vias up
li1                  -                   -                 -     1804
met1             30.72                4811                52     1715
met2             29.62                4019                44       44
met3             2.941                 278               3.0        9
met4             1.561                  69              0.75        0
met5                 0                   0                 0        -
[report_power, final]
group	total [mW]	internal (mW)	leakage (nW)	switching, mW
registers	0.304	0.304	0.579	0
clock network	0.193	0.0917	0.0477	0.101
logic	0.0566	0.0273	1.55	0.0293
total	0.553	0.423	2.18	0.131
[metrics by stage]
stage / hold WS, ns / setup TNS, ns / setup slack (ns)
finish: 0.4024 / -7.686 / -1.153
global route: 0.4127 / -9.561 / -1.426
CTS: 0.4035 / -7.477 / -1.107
detailed placement: 0.3929 / -10.69 / -1.587
global placement: 0.3938 / -10.29 / -1.521
floorplan: 0.3741 / -9.272 / -1.484
[kinds of logic (layout without fill, tap and decap cells)]
group,count (synthesis),count (layout)
fa+ha+maj,29,29
xor+xnor,47,47
other cells,1,2
simple gates,165,165
flops,45,45
buf+inv,41,139
mux,10,10
compound gates,104,105
[worst max-delay path, delay by kind of cell]
kind | cells | cell delay (ns)
and+or+nand+nor | 9 | 1.75
adders and majority gates | 3 | 0.50
muxes | 1 | 0.26
AOI/OAI and AO/OA | 9 | 1.22
buffers and inverters | 5 | 0.51
[path summary, 6_finish.rpt]
check | cells past startpoint | end | slack, ns | from
setup / recovery | 27 | seg[6] | -1.15 | nRST
hold / removal | 0 | led_show.dig[4] | 0.40 | led_show.dig[3]
setup reg to reg | 12 | light_clock.cnt[31] | 2.22 | light_clock.cnt[6]
hold reg to reg | 0 | led_show.dig[4] | 0.40 | led_show.dig[3]
max in group asynchronous | 3 | led_show.dig[3] | 3.82 | nRST
min in group asynchronous | 3 | light_clock.cnt[10] | 1.00 | nRST
[what timing repair did]
item / CTS / global route
pin swaps: 27 / 3
setup buffers: 11 / 2
gates resized: 46 / 3
endpoints found under the setup margin: 7 / 7
cloned: 1 / 0
No activity file was given, so power comes from the tool's default toggle rates.
